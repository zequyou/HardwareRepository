**flow/design.v**
```verilog
module VGADriver(  
  input         clock,  
  input         reset,  
  output        io_src_color_ready,  
  input         io_src_color_valid,  
  input  [23:0] io_src_color_bits,  
  output        io_dst_color_valid,  
  output [23:0] io_dst_color_bits,  
  output        io_error,  
  output        io_hsync,  
  output        io_vsync  
);
  reg [10:0] hCounter;  
  reg [31:0] _RAND_0;
  reg [9:0] vCounter;  
  reg [31:0] _RAND_1;
  wire  _T_32;  
  wire [11:0] _T_35;  
  wire [10:0] _T_36;  
  wire [10:0] _GEN_0;  
  wire  _T_40;  
  wire [10:0] _T_43;  
  wire [9:0] _T_44;  
  wire [9:0] _GEN_1;  
  wire [9:0] _GEN_2;  
  reg  vSync;  
  reg [31:0] _RAND_2;
  reg  hSync;  
  reg [31:0] _RAND_3;
  reg  hSyncWillBegin;  
  reg [31:0] _RAND_4;
  reg  hSyncWillEnd;  
  reg [31:0] _RAND_5;
  wire  _T_58;  
  wire  _T_66;  
  wire  _GEN_7;  
  wire  _GEN_8;  
  wire  _GEN_9;  
  wire  _GEN_10;  
  wire  _GEN_11;  
  reg  hWillBeActive;  
  reg [31:0] _RAND_6;
  reg  vWillBeActive;  
  reg [31:0] _RAND_7;
  reg  hWillBeInactive;  
  reg [31:0] _RAND_8;
  reg  vWillBeInactive;  
  reg [31:0] _RAND_9;
  reg  videoActive;  
  reg [31:0] _RAND_10;
  wire  _T_88;  
  wire  _T_92;  
  wire  _T_96;  
  wire  _T_100;  
  wire  _T_103;  
  wire  _T_105;  
  wire  _GEN_16;  
  wire  _GEN_17;  
  reg  error;  
  reg [31:0] _RAND_11;
  wire  _T_110;  
  wire  _T_111;  
  wire  _GEN_18;  
  assign _T_32 = hCounter == 11'h671;  
  assign _T_35 = hCounter + 11'h1;  
  assign _T_36 = hCounter + 11'h1;  
  assign _GEN_0 = _T_32 ? 11'h0 : _T_36;  
  assign _T_40 = vCounter == 10'h2ed;  
  assign _T_43 = vCounter + 10'h1;  
  assign _T_44 = vCounter + 10'h1;  
  assign _GEN_1 = _T_40 ? 10'h0 : _T_44;  
  assign _GEN_2 = _T_32 ? _GEN_1 : vCounter;  
  assign _T_58 = hCounter == 11'h670;  
  assign _T_66 = hCounter == 11'h6c;  
  assign _GEN_7 = hSyncWillBegin ? 1'h0 : hSync;  
  assign _GEN_8 = hSyncWillEnd ? 1'h1 : _GEN_7;  
  assign _GEN_9 = hSyncWillBegin ? 1'h0 : vSync;  
  assign _GEN_10 = hSyncWillEnd ? 1'h1 : _GEN_9;  
  assign _GEN_11 = hSyncWillBegin ? _GEN_10 : vSync;  
  assign _T_88 = hCounter == 11'hda;  
  assign _T_92 = vCounter == 10'h18;  
  assign _T_96 = hCounter == 11'h5dc;  
  assign _T_100 = vCounter == 10'h2e8;  
  assign _T_103 = hWillBeActive & vWillBeActive;  
  assign _T_105 = hWillBeInactive & vWillBeInactive;  
  assign _GEN_16 = _T_105 ? 1'h0 : videoActive;  
  assign _GEN_17 = _T_103 ? 1'h1 : _GEN_16;  
  assign _T_110 = io_src_color_valid == 1'h0;  
  assign _T_111 = io_src_color_ready & _T_110;  
  assign _GEN_18 = _T_111 ? 1'h1 : error;  
  assign io_src_color_ready = videoActive;  
  assign io_dst_color_valid = videoActive;  
  assign io_dst_color_bits = io_src_color_bits;  
  assign io_error = error;  
  assign io_hsync = hSync;  
  assign io_vsync = vSync;  
  always @(posedge clock) begin
    if (reset) begin
      hCounter <= 11'h0;
    end else begin
      if (_T_32) begin
        hCounter <= 11'h0;
      end else begin
        hCounter <= _T_36;
      end
    end
    if (reset) begin
      vCounter <= 10'h0;
    end else begin
      if (_T_32) begin
        if (_T_40) begin
          vCounter <= 10'h0;
        end else begin
          vCounter <= _T_44;
        end
      end
    end
    if (reset) begin
      vSync <= 1'h0;
    end else begin
      if (hSyncWillBegin) begin
        if (hSyncWillEnd) begin
          vSync <= 1'h1;
        end else begin
          if (hSyncWillBegin) begin
            vSync <= 1'h0;
          end
        end
      end
    end
    if (reset) begin
      hSync <= 1'h0;
    end else begin
      if (hSyncWillEnd) begin
        hSync <= 1'h1;
      end else begin
        if (hSyncWillBegin) begin
          hSync <= 1'h0;
        end
      end
    end
    if (reset) begin
      hSyncWillBegin <= 1'h0;
    end else begin
      hSyncWillBegin <= _T_58;
    end
    if (reset) begin
      hSyncWillEnd <= 1'h0;
    end else begin
      hSyncWillEnd <= _T_66;
    end
    if (reset) begin
      hWillBeActive <= 1'h0;
    end else begin
      hWillBeActive <= _T_88;
    end
    if (reset) begin
      vWillBeActive <= 1'h0;
    end else begin
      vWillBeActive <= _T_92;
    end
    if (reset) begin
      hWillBeInactive <= 1'h0;
    end else begin
      hWillBeInactive <= _T_96;
    end
    if (reset) begin
      vWillBeInactive <= 1'h0;
    end else begin
      vWillBeInactive <= _T_100;
    end
    if (reset) begin
      videoActive <= 1'h0;
    end else begin
      if (_T_103) begin
        videoActive <= 1'h1;
      end else begin
        if (_T_105) begin
          videoActive <= 1'h0;
        end
      end
    end
    if (reset) begin
      error <= 1'h0;
    end else begin
      if (_T_111) begin
        error <= 1'h1;
      end
    end
  end
endmodule
```
**flow/run.sh**
```bash
#!/bin/bash
# OpenROAD 26Q1-2900-gdf79404cd8, Yosys 0.63+post, stock flow scripts
make -C /OpenROAD-flow-scripts/flow DESIGN_CONFIG=/design/flow/config.mk WORK_HOME=/design/flow/orfs finish
```
**flow/config.mk**
```make
export PLATFORM = sky130hd
export DESIGN_NAME = VGADriver
export DESIGN_NICKNAME = VGADriver
export VERILOG_FILES = /design/flow/design.v
export SDC_FILE = /design/flow/constraint.sdc
export NUM_CORES = 4
export LEC_CHECK = 1
export CORE_AREA = 10 10 95 95
export DIE_AREA = 0 0 105 105
```
**flow/constraint.sdc**
```tcl
current_design VGADriver

set clk_period 4.1
set clk_io_pct 0.2

create_clock -name clk0 -period $clk_period [get_ports {clock}]

set non_clock_inputs [all_inputs -no_clocks]
set_input_delay [expr $clk_period * $clk_io_pct] -clock clk0 $non_clock_inputs
set_output_delay [expr $clk_period * $clk_io_pct] -clock clk0 [all_outputs]
```
==> flow_metrics.env <==
# flow metrics
export IMPL_status="completed"
export IMPL_cpLargestDelayFamily="simple AND/OR/NAND/NOR gates"
export IMPL_clock_latency_late_pin_ps=280
export IMPL_synthToLayoutAreaGrowth_pct=4.17
export IMPL_drv_cap=0
export IMPL_reg2reg_from="hCounter[2]$_SDFF_PP0_"
export IMPL_rows=30
export IMPL_cts_setup_buffers=0
export IMPL_intPower_uw=428
export IMPL_ant_nets=0
export IMPL_power_density_nw_per_um2=332
export IMPL_finClkSkew_ps=4.65
export IMPL_whs_path_depth=2
export IMPL_layout_drive_gt1_share_pct=5.81
export IMPL_fin_cells=268
export IMPL_antenna_found_initial=0
export IMPL_ys_types=35
export IMPL_grt_pass1_vias=1025
export IMPL_wl_met2_um=1170
export IMPL_io_buffers=7
export IMPL_htree_levels=2
export IMPL_cts_root_buf="clkbuf_8"
export IMPL_coreArea_sq_um=6910
export IMPL_critPathRequiredTime_ps=4260
export IMPL_slowest_stage="or4_1"
export IMPL_grt_overflow=0
export IMPL_area_leaders="dfxtp_1, buf_4, ha_1"
export IMPL_swShare_pct=23.6
export IMPL_crit_fanout=11
export IMPL_seq_power_share_pct=54.8
export IMPL_critPathCaptureType="register"
export IMPL_ys_sh_xor_pct=5.95
export IMPL_wl_met3_um=211
export IMPL_clkPwrFrac_pct=42.0
export IMPL_cts_hold_buf=0
export IMPL_reg2reg_depth=4
export IMPL_fillers=751
export IMPL_mostFrequentLayoutCell="dfxtp_1"
export IMPL_place_ws_ps=1870
export IMPL_dr_pass1_iters=4
export IMPL_dieWidth_um=105
export IMPL_hp_start="error$_SDFFE_PP0P_"
export IMPL_top_area_cell="dfxtp_1"
export IMPL_hpwl_um=2120
export IMPL_max_freq_mhz=469
export IMPL_placed_cells=260
export IMPL_yosys_warnings=1
export IMPL_power_leakage_uw=0.000523
export IMPL_lay_top_cells="dfxtp_1, nor2_1, nand2_1"
export IMPL_wire_per_inst_um=10.9
export IMPL_p_sw_uw=132
export IMPL_ys_ff=31
export IMPL_grt_max_degree=13
export IMPL_cp_depth=4
export IMPL_path_clk_slew_ps=70
export IMPL_vdd_drop_max_v=0.000122
export IMPL_highest_layer="met4"
export IMPL_seq_area_frac_synth_pct=38.3
export IMPL_tightest_slew_ps=780
export IMPL_cts_buffer_depth=2
export IMPL_crit_arrival_ps=2290
export IMPL_core_util_floorplan_pct=23.5
export IMPL_antennaDiodeCount=0
export IMPL_ys_sh_simple_pct=27.9
export IMPL_drc=0
export IMPL_top_area_share_pct=38.3
export IMPL_numCtsBuffers=5
export IMPL_power_total_uw=561
export IMPL_setup_tns_ps=0
export IMPL_start_kind="register"
export IMPL_combPwrFrac_pct=3.2
export IMPL_period_used_pct=52.0
export IMPL_worst_slack_ps=1970
export IMPL_min_path_type="register to register"
export IMPL_cp_cell_sequence="or3b_1, or4_1, or2b_1, nor2_1"
export IMPL_topCombFamilyByArea="simple AND/OR/NAND/NOR gates"
export IMPL_critPathMaxStageDelay_ps=610
export IMPL_cts_resized=0
export IMPL_compound_area_share_pct=6.72
export IMPL_wl_met1_um=1480
export IMPL_drt_initial_drc_count=71
export IMPL_cts_sinks=31
export IMPL_edf_count=0
export IMPL_adder_share_pct=5.41
export IMPL_gp_congestion=0.805
export IMPL_syn_area_per_cell_sq_um=8.66
export IMPL_async_flop_share_pct=0
export IMPL_worstSetupPathType="register to register"
export IMPL_cts_tree="yes"
export IMPL_final_min_clock_period_ps=2130
export IMPL_die_area_sq_um=11000
export IMPL_wl_um=2930
export IMPL_mux_share_pct=0.618
export IMPL_die_h_um=105
export IMPL_ys_cells=187
export IMPL_grt_pass1_wl_um=4910
export IMPL_relSlewSlack_pct=47.5
export IMPL_setup_violations=0
export IMPL_synthFlopType="dfxtp_1"
export IMPL_crit_path_start="hCounter[2]$_SDFF_PP0_"
export IMPL_yosys_area_sq_um=1620
export IMPL_track_usage_pct=5.11
export IMPL_rsz0062_at_grt="no"
export IMPL_num_vias=1158
export IMPL_syn_inst=187
export IMPL_io_pins=56
export IMPL_syn_area_sq_um=1620
export IMPL_slew_viol_final=0
export IMPL_tool_warnings=30
export IMPL_viasPerCell=4.32
export IMPL_finalHoldViolations=0
export IMPL_timing_critical_path_buf_inv=0
synthesized netlist by cell type (2+ instances only):
cell type,instances
a21oi_1,9
ha_1,7
and3_1,2
nor2_1,20
nand3_1,6
xnor2_1,9
or4_1,3
nor3_1,6
buf_2,4
nand3b_1,2
or3_1,3
dfxtp_1,31
and4_1,2
nand4_1,7
nand4b_1,5
nand2_1,11
o21ai_0,4
nor4_1,6
inv_1,9
buf_4,25
xor2_1,2
per-stage QoR:
| stage | instance area, sq um | util, % | hold WS [ps] |
|---|---|---|---|
| 6_report | 1690 | 24.4 | 470 |
| 4_1_cts | 1690 | 24.4 | 477 |
| 5_1_grt | 1690 | 24.4 | 508 |
| 3_5_place_dp | 1600 | 23.2 | 461 |
| 2_1_floorplan | 1620 | - | 413 |
| 3_3_place_gp | 1600 | 23.2 | 448 |
sequential cells by signal, indices dropped and copies added (netlist names):
signal / cells
hCounter: 11
vCounter: 10
error: 1
hSync: 1
hSyncWillBegin: 1
hSyncWillEnd: 1
hWillBeActive: 1
hWillBeInactive: 1
vSync: 1
vWillBeActive: 1
vWillBeInactive: 1
videoActive: 1
worst min-delay path: stages (launching register included):
cell and delay [ps]:
dfxtp_1 330, a21oi_1 40, nor2_1 70
power groups by stage:
stage	registers (uW)	clock network [uW]	logic (uW)
after CTS	307	242	17.8
after global routing	308	259	20.6
final	308	236	17.8
cell families (layout without fill, tap and decap cells):
family / after synthesis / count (layout)
AOI/OAI and AO/OA: 18 / 18
xor gates and xnor gates: 11 / 11
adders and majority gates: 7 / 7
buffers and inverters: 39 / 24
DFF: 31 / 31
and+or+nand+nor: 80 / 80
muxes: 1 / 1
per-layer routing:
layer  vias up  track usage (%)
met4         0             1.27
met1       527             7.39
met5         -                0
li1        595                -
met3         5             1.80
met2        31             7.07
area by class of cell:
type | instances | area (sq um) | area share (%)
flip-flops and latches | 31 | 621 | 36.8
well taps | 96 | 120 | 7.12
multi-input cells | 117 | 754 | 44.7
repair buffers | 7 | 70.1 | 4.15
clock buffers | 5 | 68.8 | 4.08
clock inverters | 3 | 20.0 | 1.19
inverters | 9 | 33.8 | 2.00
worst paths after layout:
check	end	slack, ps
worst max-delay path	hCounter[4]$_SDFF_PP0_	1970
worst min-delay path	error$_SDFFE_PP0P_	470
worst max register to register	hCounter[4]$_SDFF_PP0_	1970
worst min register to register	error$_SDFFE_PP0P_	470
Power figures rest on the tool's default switching activity, not on a simulated workload.
